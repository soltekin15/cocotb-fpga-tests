==> flow/run.sh <==
#!/bin/bash
# OpenROAD 26Q1-2900-gdf79404cd8, Yosys 0.63+post, stock flow scripts
make -C /OpenROAD-flow-scripts/flow DESIGN_CONFIG=/design/flow/config.mk WORK_HOME=/design/flow/orfs finish
==> flow/config.mk <==
export PLATFORM = sky130hd
export DESIGN_NAME = simple_fifo
export DESIGN_NICKNAME = simple_fifo
export VERILOG_FILES = /design/flow/design.v
export SDC_FILE = /design/flow/constraint.sdc
export NUM_CORES = 4
export LEC_CHECK = 1
export CORE_AREA = 10 10 113 113
export DIE_AREA = 0 0 123 123
==> flow/constraint.sdc <==
current_design simple_fifo

set clk_period 2.7
set clk_io_pct 0.2

create_clock -name clk0 -period $clk_period [get_ports {clk}]

set non_clock_inputs [all_inputs -no_clocks]
set_input_delay [expr $clk_period * $clk_io_pct] -clock clk0 $non_clock_inputs
set_output_delay [expr $clk_period * $clk_io_pct] -clock clk0 [all_outputs]
==> flow/design.v <==
module simple_fifo #(
    parameter DATA_WIDTH = 8,
    parameter DEPTH = 4
)(
    input  wire                    clk,
    input  wire                    rst_n,
    input  wire                    wr_en,
    input  wire [DATA_WIDTH-1:0]   wr_data,
    output wire                    full,
    input  wire                    rd_en,
    output reg  [DATA_WIDTH-1:0]   rd_data,
    output wire                    empty
);
reg [DATA_WIDTH-1:0] memory [0:DEPTH-1];
reg [2:0] wr_ptr, rd_ptr;
reg [2:0] count;
assign full = (count == DEPTH);
assign empty = (count == 0);
always @(posedge clk or negedge rst_n) begin
    if (!rst_n) begin
        wr_ptr <= 0;
        rd_ptr <= 0;
        count <= 0;
        rd_data <= 8'h00;   
    end else begin
        case ({wr_en && !full, rd_en && !empty})
            2'b10: count <= count + 1;   
            2'b01: count <= count - 1;   
            2'b11: count <= count;       
            2'b00: count <= count;       
        endcase
        if (wr_en && !full) begin
            memory[wr_ptr] <= wr_data;
            wr_ptr <= (wr_ptr + 1) % DEPTH;
        end
        if (rd_en && !empty) begin
            rd_data <= memory[rd_ptr];
            rd_ptr <= (rd_ptr + 1) % DEPTH;
        end
    end
end
endmodule
==> GITHUB_STEP_SUMMARY <==
### Metrics collected by this job

| Metric | Value |
|---|---|
| Row Count | `37` |
| Num Clock Sinks | `approximately 47` |
| Relative max-transition margin | `0.640` |
| Sequential power share | `0.460` |
| Synth-to-Final Area Change | `23.9%` |
| Combinational power share | `0.360` |
| Clk network pwr share | `0.180` |
| Post-synth seq share | `0.678` |
| First-pass GRT wire length | `5980 microns` |
| I/O Pins | `22` |
| TritonCTS Buffers | `5` |
| Initial antenna violation count | `0` |
| Cell count in the Yosys report | `129` |
| Hpwl dp | `~2600 microns` |
| Synth Register Bits | `47` |
| DR DRC count | `0` |
| Top post-synthesis cells by area | `edfxtp_1 (49%), dfrtp_1 (19%), ha_1 (5.7%)` |
| Max FO, Critical Path | `5` |
| Top FF cell, synth | `edfxtp_1` |
| Pint | `around 1600 uW` |
| Clock Tree Buf Depth | `2` |
| CTS clk-pin slew, worst paths | `0.08 ns` |
| Worst VDD drop | `293 uV` |
| Final Worst Setup Slack | `0.660 ns` |
| Tcrit/Tclk final | `0.755` |
| Vias in the first global route | `1133` |
| Sw Ratio | `0.315` |
| Reg2Reg Depth | `9` |
| Worst min path class | `reg2reg` |
| DR iter-0 viols | `85` |
| M1 GR Usage | `0.0645` |
| GR Util met3 | `0.0315` |
| TritonCTS clock tree | `yes` |
| Core area | `0.0103 sq mm` |
| Insertion Delay late pin | `about 0.30 ns` |
| Sequential cell area | `~0.0013 sq mm` |
| Gate Area | `572 sq um` |
| CP arrival | `roughly 1.5 ns` |
| Die Wd | `123 microns` |
| Max-cap violations | `0` |
| Finished Cell Area | `0.00244 sq mm` |
| Die Height | `around 120 microns` |
| Area leader, netlist | `edfxtp_1` |
| Gr ovfl total | `0` |
| GPL Wtd Cong | `0.757` |
| Total Wirelength | `3770 microns` |
| Status | `finished clean` |
| YS warnings | `2` |
| Static Leak | `0.000911 uW` |
| Worst-margin pin slew | `0.540 ns` |
| Net switching power | `728 uW` |
| Input/output buffers | `21` |
| ANT cells | `0` |
| GR Util met2 | `0.0780` |
| Crit end category | `output port` |
| Setup bufs post-CTS | `0` |
| Placed Cells | `roughly 290` |
| Busiest grt layer | `met2` |
| Flip-flops with a built-in enable | `32` |
| CTS hold repair buffers | `0` |
| Mapped Area | `0.00197 sq mm` |
| Post-route minimum period | `2.04 ns` |
| Final setup TNS | `0 ns` |
| FFs w/ async S/R, synth | `0.319` |
| Final total power | `2310 uW` |
| Hold Path Depth | `1` |
| CP startpoint kind | `flip-flop` |
| Kind of critical path | `reg2out` |
| Skew final | `0.00269 ns` |
| RSZ-0062 raised after global routing | `false` |
| Commonest Layout Cell | `edfxtp_1` |
| Gr usage total | `0.0516` |
| DIE AREA | `0.0151 sq mm` |
| Largest net degree at the start of global routing | `19` |
| Pwr dens | `945 mW/mm^2` |
| Dominant logic cell types in the final layout | `edfxtp_1 (32), clkdlybuf4s50_1 (21), dfrtp_1 (15)` |
| Wire length per cell | `12.9 microns` |
| Count of pins over their slew limit | `0` |
| Non-filler cells, final | `293` |
| FP Util | `0.191` |
| Yosys chip area | `0.00197 sq mm` |
| WP data required | `2.16 ns` |
| Root Buffer | `clkbuf_8` |
| Post-CTS resize count | `0` |
| Synth top area share | `0.488` |
| Drt first pass iters | `4` |
| Fillers | `1053` |
| H-tree depth | `2` |
| Post-synthesis instance total | `~130` |
| Antenna Nets Post-Route | `0` |
| Syn Area/Cell | `~15 sq um` |
| Detailed-route via count | `1078` |
| Count of tool warnings | `31` |
| Area after DPL | `about 0.0024 sq mm` |
| Vias per cell | `3.68` |
| Pre-CTS WS | `0.433 ns` |
| Unique cell types | `26` |
| Layout cells sized above 1 | `0.153` |
| Max Clk Rate | `490 MHz` |
| Final hold violations | `0` |
| Final setup fails | `0` |
registers in the layout (all words and copies together) (netlist names):
register / cells
count: 3
memory: 32
rd_ptr: 2
wr_ptr: 2
rd_data: 8
metrics by stage:
stage / hold slack (ns) / util
CTS: 0.494 / 0.236
floorplan: 0.244 / -
global route: 0.510 / 0.236
finish: 0.490 / 0.236
global placement: 0.471 / 0.228
detailed placement: 0.474 / 0.228
critical path: stages, from the launching register on:
cell and delay [ns]:
dfrtp_1 0.46, nor3b_2 0.25, clkdlybuf4s50_1 0.50
final timing paths:
kind / start / end / slack (ns)
worst max-delay path: count[1] / full / 0.66
worst min-delay path: rd_data[5] / rd_data[5] / 0.49
worst max register to register: count[1] / count[2] / 0.79
worst min register to register: rd_data[5] / rd_data[5] / 0.49
max in group asynchronous: rst_n / count[2] / 1.76
min in group asynchronous: rst_n / rd_data[3] / 0.51
power by group through the flow:
stage     clock network [uW]  registers (uW)  logic (uW)
4_1_cts                  431            1070         851
5_1_grt                  466            1090         943
6_report                 415            1060         831
synth_stat cells (all sizes together) (2+ instances only):
| library cell | instances |
|---|---|
| clkbuf | 2 |
| a22oi | 8 |
| ha | 9 |
| dfrtp | 15 |
| nor2b | 9 |
| a21o | 8 |
| mux2 | 2 |
| a211oi | 8 |
| edfxtp | 32 |
| and3 | 4 |
| xor2 | 2 |
| a21oi | 8 |
| xnor2 | 3 |
| buf | 3 |
| inv | 9 |
per-layer routing:
layer | up-vias | part of all wire
li1 | 523 | -
met1 | 525 | 0.43
met2 | 28 | 0.45
met3 | 2 | 0.10
met4 | 0 | 0.011
met5 | - | 0
kinds of logic (layout without fill, tap and decap cells):
family                     count (synthesis)  after routing  share of synthesized area
DFF                                       47             47                      0.678
AOI/OAI and AO/OA                         34             34                      0.130
and+or+nand+nor                           17             17                     0.0552
buffers and inverters                     14             42                     0.0317
adders and majority gates                 10             10                     0.0673
xor gates and xnor gates                   5              5                     0.0222
muxes                                      2              2                     0.0152
cell type report:
| type | instances | share of cell area |
|---|---|---|
| Sequential cell | 47 | 0.547 |
| Multi-Input combinational cell | 68 | 0.234 |
| Timing Repair Buffer | 25 | 0.0984 |
| Tap cell | 136 | 0.0697 |
| Clock buffer | 6 | 0.0297 |
| Inverter | 9 | 0.0138 |
| Clock inverter | 2 | 0.00666 |
No activity file was given, so power comes from the tool's default toggle rates.
