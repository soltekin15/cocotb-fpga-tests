==> flow/design.v <==
module axis_counter #(
    parameter DATA_WIDTH = 32,
    parameter PACKET_SIZE = 4
)(
    input  logic                    clk,
    input  logic                    rst_n,
    input  logic                    start,
    output logic                    done,
    output logic                    m_axis_tvalid,
    input  logic                    m_axis_tready,
    output logic [DATA_WIDTH-1:0]   m_axis_tdata,
    output logic                    m_axis_tlast
);
logic [$clog2(PACKET_SIZE):0] word_count;
logic [DATA_WIDTH-1:0] data_counter;
logic [DATA_WIDTH-1:0] current_tdata;   
typedef enum logic [1:0] {
    IDLE,
    SENDING,
    DONE_STATE
} state_t;
state_t current_state;
always_ff @(posedge clk or negedge rst_n) begin
    if (!rst_n) begin
        current_state <= IDLE;
        word_count <= 0;
        data_counter <= 0;
        current_tdata <= 0;      
        done <= 0;
    end else begin
        case (current_state)
            IDLE: begin
                done <= 0;
                if (start) begin
                    current_state <= SENDING;
                    word_count <= 0;
                    data_counter <= data_counter + 1;       
                    current_tdata <= data_counter + 1;      
                end
            end
            SENDING: begin
                if (m_axis_tvalid && m_axis_tready) begin
                    word_count <= word_count + 1;
                    if (word_count == PACKET_SIZE - 1) begin
                        current_state <= DONE_STATE;
                    end else begin
                        data_counter <= data_counter + 1;
                        current_tdata <= data_counter + 1;   
                    end
                end
            end
            DONE_STATE: begin
                done <= 1;
                if (!start) begin
                    current_state <= IDLE;
                end
            end
        endcase
    end
end
assign m_axis_tvalid = (current_state == SENDING);
assign m_axis_tdata  = current_tdata;    
assign m_axis_tlast  = (word_count == PACKET_SIZE - 1) && (current_state == SENDING);
initial begin
    $dumpfile("axis_waves.vcd");
    $dumpvars(0, axis_counter);
end
endmodule
==> flow/run.sh <==
#!/bin/bash
# OpenROAD 26Q1-2900-gdf79404cd8, Yosys 0.63+post, stock flow scripts
make -C /OpenROAD-flow-scripts/flow DESIGN_CONFIG=/design/flow/config.mk WORK_HOME=/design/flow/orfs finish
==> flow/config.mk <==
export PLATFORM = sky130hd
export DESIGN_NAME = axis_counter
export DESIGN_NICKNAME = axis_counter
export VERILOG_FILES = /design/flow/design.v
export SDC_FILE = /design/flow/constraint.sdc
export NUM_CORES = 4
export LEC_CHECK = 1
export CORE_UTILIZATION = 30
==> flow/constraint.sdc <==
current_design axis_counter

set clk_period 5.3
set clk_io_pct 0.2

create_clock -name clk0 -period $clk_period [get_ports {clk}]

set non_clock_inputs [all_inputs -no_clocks]
set_input_delay [expr $clk_period * $clk_io_pct] -clock clk0 $non_clock_inputs
set_output_delay [expr $clk_period * $clk_io_pct] -clock clk0 [all_outputs]
==> impl_metrics.json <==
{
  "outcome": "finished clean",
  "grt_max_degree": 40,
  "routed_via_density": 4.70,
  "dp.cells": 278,
  "postSynthSeqShare": 0.531,
  "core_area_mm2": 0.00592,
  "hold_viol": 0,
  "setup_slack_ns": 2.37,
  "final_cell_mix": "dfrtp_1 (38), clkdlybuf4s50_1 (37), xnor2_1 (17)",
  "reg2reg_depth": 7,
  "r2r_end": "data_counter[25]",
  "postPlaceCellArea_mm2": 0.00230,
  "chip_area_mm2": 0.00646,
  "drt_first_pass_iters": 4,
  "drive_gt1_frac": 0.0948,
  "min_period_over_period": 0.553,
  "gp_routability_congestion": 0.791,
  "maxCapViolCount": 0,
  "tns_ns": 0,
  "hp-class": "flip-flop to flip-flop",
  "cts_tree": "done",
  "root_buffer": "clkbuf_8",
  "lay_top_count": "dfrtp_1",
  "grt.total_usage": 0.125,
  "vdd_drop_max_mv": 0.154,
  "simple_gate_share": 0.209,
  "p_total_mw": 0.781,
  "grt_pass1_wl_um": 6120,
  "hp-start": "data_counter[31]",
  "cts_max_path_buffers": 2,
  "clk_pin_slew_ns": 0.08,
  "io_buffer_count": 38,
  "first_iter_violations": 108,
  "crit_fanout": 9,
  "syn_area_mm2": 0.00184,
  "cts_inserted_buffers": 5,
  "finalSetupViolCount": 0,
  "start_kind": "input pin",
  "fmax_ghz": 0.341,
  "drt-total-wl_um": 3640,
  "ys_cells": 167,
  "utilization": 0.406,
  "hold_depth": 1,
  "remaining_drc_errors": 0,
  "ys_chip_area_mm2": 0.00184,
  "worst_pin_slew_ns": 0.501,
  "yosys_most_used_dff": "dfrtp_1",
  "grt-ovfl-total": 0,
  "die_h_um": 80.4,
  "adder_share": 0.0204,
  "fp.dieW_um": 80.4,
  "fp_util": 0.311,
  "synth.largest_area_cell": "dfrtp_1",
  "fin_area_mm2": 0.00240,
  "rsz0062_at_grt": "false",
  "htree_levels": 2,
  "ios": 39,
  "timing.rr.start": "word_count[0]",
  "syn_inst": 167,
  "yosys_warnings": 3,
  "async_flop_share": 1.00,
  "warnings": 25,
  "ys_sh_aoi": 0.0564,
  "cts_hold_buffers": 0,
  "stdcell_count": 286,
  "ys_ff": 39,
  "mux_share": 0.0170,
  "rows": 28,
  "powerDensity_mw_per_mm2": 325,
  "criticalPathCategory": "input pin to flip-flop",
  "reg2reg_slack_ns": 2.87,
  "cp_data_arrival_time_ns": 3.11,
  "top_area_frac": 0.516,
  "area_leaders": "dfrtp_1 (52%), xnor2_1 (8.1%), xor2_1 (6.7%), nand3_1 (3.5%), nand4_1 (3.1%)",
  "avgRoutedWirePerCell_um": 12.7,
  "synth_cell_type_count": 34,
  "leakagePower_nw": 1.04,
  "period_minus_slack_ns": 2.93,
  "ant_nets": 0,
  "clkSinkCount": 39,
  "syn_avg_cell_area_um2": 11.0,
  "pre_cts_slack_ns": 2.11,
  "crit_path_end_kind": "flip-flop",
  "clock_latency_ns": 0.29,
  "dpl.hpwl_um": 2570,
  "skew_ns": 0.00717,
  "cp.required_ns": 5.48,
  "synth-xor-area-share": 0.147,
  "slew_headroom": 0.663,
  "post_cts_resized": 0,
  "edf_count": 0,
  "grt_pass1_vias": 1230,
  "cts_setup_buffers": 0,
  "antenna_found_initial": 0,
  "holdPathEnd": "data_counter[31]",
  "logic_family": "simple AND/OR/NAND/NOR gates",
  "syn2layout_area_growth_pct": 30.6,
  "vias": 1344,
  "num_antenna_cells": 0,
  "holdWs_ns": 0.485,
  "maxSlewViolCount": 0
}
state kept, by name, summed over array words and instances (netlist names):
signal         flops
done               1
word_count         3
current_state      3
data_counter      32
how the worst max path moves through the flow:
stage | depth (start not counted) | endpoint | from
after CTS | 6 | data_counter[25] | m_axis_tready
after global routing | 6 | data_counter[23] | start
final | 6 | data_counter[25] | m_axis_tready
cells in the mapped netlist, types with 2 or more instances:
cell	n
a22o_2	2
xor2_1	14
o22ai_1	2
ha_1	3
xnor2_1	17
nor2_1	13
o21ai_0	3
nand2b_1	2
nor3_1	4
nand4_1	9
buf_2	2
and2_1	3
nor3_2	2
and3_1	2
nand2_1	13
nand3_1	13
inv_1	6
mux2i_1	2
and4_1	3
dfrtp_1	38
critical path: stages:
cell and delay, ns:
clkdlybuf4s50_1 0.65, nand2b_2 0.14, a2111o_1 0.53, nor4_2 0.41, nand3_1 0.16, xnor2_1 0.15
kinds of logic (layout without fill, tap and decap cells):
family          Yosys count  count (layout)
fa+ha+maj                 3               3
mux                       3               3
xor+xnor                 31              31
flops                    39              39
simple gates             69              69
compound gates           13              13
buf+inv                   9              53
power breakdown:
| part | internal (mW) | switching, mW | total, mW |
|---|---|---|---|
| clock network | 0.119 | 0.0982 | 0.217 |
| registers | 0.338 | 0.0500 | 0.389 |
| logic | 0.108 | 0.0676 | 0.176 |
per-layer routing:
layer  vias to the layer above  wire (um)  GRT usage
met3                         4        135     0.0288
met1                       646       1870      0.205
met2                        27       1590      0.179
met5                         -          0          0
met4                         0         44     0.0143
li1                        667          -          -
layout make-up:
cell class / instances / area (um2)
Clock buffer: 8 / 100
Multi-Input combinational cell: 119 / 828
Inverter: 6 / 22.5
Fill cell: 573 / 3520
Sequential cell: 39 / 977
Timing Repair Buffer: 39 / 383
Tap cell: 75 / 93.8
Power figures rest on the tool's default switching activity, not on a simulated workload.
