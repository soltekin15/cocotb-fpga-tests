==> flow/design.v <==
module axi_lite_slave (
    input  logic        aclk,
    input  logic        aresetn,
    input  logic        awvalid,
    output logic        awready,
    input  logic [31:0] awaddr,
    input  logic        wvalid,
    output logic        wready,
    input  logic [31:0] wdata,
    input  logic [3:0]  wstrb,
    output logic        bvalid,
    input  logic        bready,
    output logic [1:0]  bresp,
    input  logic        arvalid,
    output logic        arready,
    input  logic [31:0] araddr,
    output logic        rvalid,
    input  logic        rready,
    output logic [31:0] rdata,
    output logic [1:0]  rresp
);
logic [31:0] registers [16];
wire [31:0] debug_reg0 = registers[0];
wire [31:0] debug_reg1 = registers[1];
wire [31:0] debug_reg2 = registers[2];
wire [31:0] debug_reg3 = registers[3];
wire [31:0] debug_reg4 = registers[4];
wire [31:0] debug_reg5 = registers[5];
typedef enum logic [1:0] {
    W_IDLE, W_WAIT_DATA, W_RESP
} write_state_t;
write_state_t write_state;
logic [31:0] write_addr_reg;
logic [1:0] bresp_reg;
logic [1:0] rresp_reg;
logic [31:0] rdata_reg;
always_ff @(posedge aclk or negedge aresetn) begin
    if (!aresetn) begin
        write_state <= W_IDLE;
        awready <= 1'b1;        
        wready <= 1'b0;
        bvalid <= 1'b0;
        write_addr_reg <= 32'h0;
        bresp_reg <= 2'b00;     
        for (int i = 0; i < 16; i++) registers[i] <= 32'h0;
    end else begin
        case (write_state)
            W_IDLE: begin
                awready <= 1'b1;
                if (awvalid && awready) begin
                    write_addr_reg <= awaddr;
                    write_state <= W_WAIT_DATA;
                    awready <= 1'b0;
                    wready <= 1'b1;
                    bresp_reg <= (awaddr[5:2] < 16) ? 2'b00 : 2'b10;
                end
            end
            W_WAIT_DATA: begin
                if (wvalid && wready) begin
                    if (write_addr_reg[5:2] < 16) begin
                        for (int i = 0; i < 4; i++) begin
                            if (wstrb[i])
                                registers[write_addr_reg[5:2]][i*8 +: 8] <= wdata[i*8 +: 8];
                        end
                    end
                    write_state <= W_RESP;
                    wready <= 1'b0;
                    bvalid <= 1'b1;
                end
            end 
            W_RESP: begin
                if (bvalid && bready) begin
                    bvalid <= 1'b0;
                    write_state <= W_IDLE;
                end
            end
        endcase
    end
end
always_ff @(posedge aclk or negedge aresetn) begin
    if (!aresetn) begin
        arready <= 1'b1;
        rvalid <= 1'b0;
        rresp_reg <= 2'b00;      
        rdata_reg <= 32'h0;     
    end else begin
        if (arvalid && arready) begin
            rdata_reg <= (araddr[5:2] < 16) ? registers[araddr[5:2]] : 32'hDEADBEEF;
            rresp_reg <= (araddr[5:2] < 16) ? 2'b00 : 2'b10;
            arready <= 1'b0;
            rvalid <= 1'b1;
        end else if (rvalid && rready) begin
            rvalid <= 1'b0;
            arready <= 1'b1;
        end
    end
end
assign bresp = bresp_reg;
assign rresp = rresp_reg;
assign rdata = rdata_reg;
initial begin
    $dumpfile("axi_waves.vcd");
    $dumpvars(0, axi_lite_slave);
end
endmodule
==> flow/run.sh <==
#!/bin/bash
# OpenROAD 26Q1-2900-gdf79404cd8, Yosys 0.63+post, stock flow scripts
make -C /OpenROAD-flow-scripts/flow DESIGN_CONFIG=/design/flow/config.mk WORK_HOME=/design/flow/orfs finish
==> flow/config.mk <==
export PLATFORM = sky130hd
export DESIGN_NAME = axi_lite_slave
export DESIGN_NICKNAME = axi_lite_slave
export VERILOG_FILES = /design/flow/design.v
export SDC_FILE = /design/flow/constraint.sdc
export NUM_CORES = 4
export LEC_CHECK = 1
export CORE_UTILIZATION = 40
==> flow/constraint.sdc <==
current_design axi_lite_slave

set clk_period 4.5
set clk_io_pct 0.2

create_clock -name clk0 -period $clk_period [get_ports {aclk}]

set non_clock_inputs [all_inputs -no_clocks]
set_input_delay [expr $clk_period * $clk_io_pct] -clock clk0 $non_clock_inputs
set_output_delay [expr $clk_period * $clk_io_pct] -clock clk0 [all_outputs]
==> impl_metrics.yaml <==
# generated from flow reports
hold_path:
  hp-class: "in2async"
worst_setup_path:
  path_cells: "clkdlybuf4s50_1, and3_1, and2_1, nand2_1, mux2_2"
  slowest_delay_ns: 0.64
  crit_path_top_delay_cell: "and3_1"
  cp_max_fo: 11
  arrival_ns: 3.55
  path_buffers: 1
  worstPathRequired_ns: 4.98
  critPathCaptureType: "flip-flop"
  worst-setup-path-type: "in2reg"
  start_kind: "input pin"
  critical_path.top_delay_family: "simple AND/OR/NAND/NOR gates"
grt:
  grt_pass1_wl_um: 109000
  grt_util_met2_pct: 36.4
  top_usage_layer: "met2"
  gr-total-overflow: 0
  grt_pass1_vias: 17200
  antenna_found_initial: 1
  grt_max_degree: 125
  groute.usage.overall_pct: 24.4
  met1_usage_pct: 34.7
  met3_usage_pct: 8.82
flow_run:
  warnings: 89
  maxCapViolCount: 0
synthesis:
  top_cell_area_share_pct: 55.5
  synthCells: 1887
  yosys-top-cells-area: "dfrtp_1 (56%), mux2_2 (22%), a22oi_1 (2.6%), a221oi_1 (2.1%), a22o_1 (1.7%)"
  ys.flop_type: "dfrtp_1"
  ys_sh_xor_pct: 0
  common_cells: "dfrtp_1 (553), mux2_2 (497), nand2_1 (94), a22oi_1 (86), clkbuf_1 (78)"
  synth-edff-count: 0
  yosysWarnings: 4
  syn-cell-area_um2: 24900
  yosys_area_um2: 24900
  ys_sh_aoi_pct: 11.5
  top_area_cell: "dfrtp_1"
  syn_area_per_cell_um2: 13.2
  synth-simple-area-share_pct: 5.10
  yosysSeqAreaShare_pct: 55.8
  adder_share_pct: 0
  yosysUniqueCellTypes: 53
  async_flop_share_pct: 100
  mux_area_share_pct: 25.0
  ys_top_logic_family: "multiplexers"
  ys_ff: 556
  most_common_cell: "dfrtp_1"
  ys_cells: 1887
die:
  core-area_um2: 61600
  die_w_um: 252
  dieArea_um2: 63300
  ios: 148
  initial_core_util_pct: 40.5
  die_h_um: 252
  row_count: 91
cts:
  cts_setup_buffers: 0
  root_buffer: "clkbuf_16"
  ctsHoldBuffers: 0
  clk_pin_slew_ns: 0.06
  cts_tree: "built"
  cts_resized: 0
  cts.path.max_buffers: 3
  cts_buffers: 59
  clk_latency_ns: 0.63
  htree_levels: 2
  cts.sinks: 556
power_and_ir_drop:
  power_leakage_nw: 13.5
  power_density_nw_per_um2: 385
  ir_drop_mv: 0.311
timing:
  setup_slack_ns: 1.43
  worst_slew_pin_slew_ns: 0.912
  hold_viol_final: 0
  setup_viol: 0
  relSlewSlack_pct: 38.8
  rsz0062_at_grt: "no"
  setup-tns-final_ns: 0
  max_freq_mhz: 326
  maxSlewViolCount: 0
  period_minus_slack_ns: 3.07
  finalClockPeriodUsage_pct: 68.2
  skew_ns: 0.0296
routing:
  vias_per_cell: 5.85
  antenna_left: 0
  drtIter0Drc: 1012
  wirelength_um: 72800
  drt_first_pass_iters: 5
  drc: 0
  vias: 16600
  antennaDiodeCount: 0
  routedWlPerCell_um: 25.7
place:
  pre_cts_slack_ns: 0.785
  place_congestion: 0.894
  dp_hpwl_um: 46000
  io_buffer_count: 87
outcome:
  status: "finished, final reports clean"
final_layout:
  syn_to_final_growth_pct: 15.0
  drive_above_1_share_pct: 34.5
  largest_reg_flops: 512
## kinds of logic after synthesis
| family | Yosys count |
|---|---|
| flops | 556 |
| mux | 558 |
| buf+inv | 141 |
| other cells | 1 |
| compound gates | 387 |
| simple gates | 244 |
## where the power goes
part,internal (W),switching [W]
clock,0.00285,0.00196
sequential,0.00515,0.000110
combinational,0.000435,0.000532
total,0.00843,0.00260
## layout by cell type (no fill, tap or decap), drive strengths merged, types with 41 or more instances in the layout
cell type        n
dfrtp          553
mux2           517
nand2           98
clkbuf          98
a22oi           86
clkdlybuf4s50   82
nor2            62
a221oi          60
buf             53
a22o            49
o21ai           47
mux2i           41
## stage by stage
step / area [µm²] / total power (W) / utilization [%] / instances / hold slack [ns]
after floorplan: 24900 / 0.00561 / - / 1890 / 0.426
after CTS: 28700 / 0.0112 / 46.5 / 2834 / 0.296
after global placement: 26700 / 0.00632 / 43.4 / 2724 / 0.467
after detailed placement: 26700 / 0.00632 / 43.4 / 2724 / 0.476
after global routing: 28700 / 0.0115 / 46.5 / 2834 / 0.303
final: 28700 / 0.0110 / 46.5 / 2834 / 0.266
## worst reg2reg max path, delay by kind of cell (launching register included)
family	cells	cell delay, ns
flip-flops	1	0.53
multiplexers	1	0.45
AND/OR/NAND/NOR	3	1.64
## path summary, 6_finish.rpt
check	startpoint	to	cells after the start	slack, ns
max	wvalid	registers[0][12]$_DFFE_PN0P_	5	1.43
min	aresetn	registers[5][26]$_DFFE_PN0P_	1	0.27
max reg2reg	write_addr_reg[4]$_DFFE_PN0P_	registers[8][3]$_DFFE_PN0P_	4	1.76
min reg2reg	rdata_reg[25]$_DFFE_PN0P_	rdata_reg[25]$_DFFE_PN0P_	2	0.48
max in group asynchronous	aresetn	registers[6][14]$_DFFE_PN0P_	2	3.05
min in group clk0	rdata_reg[25]$_DFFE_PN0P_	rdata_reg[25]$_DFFE_PN0P_	2	0.48
## layout make-up
type | instances | area (µm²)
timing repair buffer | 135 | 1310
sequential | 556 | 13900
multi-input combinational | 1193 | 10400
clock buffer | 98 | 1850
inverter | 3 | 11.3
tap | 837 | 1050
fill | 5367 | 32900
clock inverter | 12 | 103
## per-layer routing
metal,wire (µm),share of wire [%]
met2,33300,46
met4,2640,3.6
met5,17,0.023
met3,6610,9.1
met1,30200,42
Power and IR drop assume default switching activity.
